`design/flow/run.sh`:
```
#!/bin/bash
# OpenROAD 26Q1-2900-gdf79404cd8, Yosys 0.63+post, stock flow scripts
make -C /OpenROAD-flow-scripts/flow DESIGN_CONFIG=/design/flow/config.mk WORK_HOME=/design/flow/orfs finish
```
`design/flow/config.mk`:
```
export PLATFORM = sky130hd
export DESIGN_NAME = EAB
export DESIGN_NICKNAME = EAB
export VERILOG_FILES = /design/flow/design.v
export SDC_FILE = /design/flow/constraint.sdc
export NUM_CORES = 4
export LEC_CHECK = 1
export CORE_AREA = 10 10 77 77
export DIE_AREA = 0 0 87 87
```
`design/flow/constraint.sdc`:
```
current_design EAB

set clk_period 6.1
set clk_io_pct 0.2

create_clock -name clk0 -period $clk_period

set non_clock_inputs [all_inputs -no_clocks]
set_input_delay [expr $clk_period * $clk_io_pct] -clock clk0 $non_clock_inputs
set_output_delay [expr $clk_period * $clk_io_pct] -clock clk0 [all_outputs]
```
`design/flow/design.v`:
```
`timescale 1ns / 1ps
module EAB(input[10:0] IR, input[1:0] selEAB2, input selEAB1, input [15:0] PC, input [15:0] Ra, output[15:0] eabOut);
	wire[15:0] w2, w1, w0;
	wire[15:0] e1, e0;
	assign w2 = IR[10]?{11111, IR[10:0]}:{00000, IR[10:0]};
	assign w1 = IR[8]?{1111111, IR[8:0]}:{0000000, IR[8:0]};
	assign w0 = IR[5]?{1111111111, IR[5:0]}:{0000000000, IR[5:0]};
	assign e1 = selEAB2[1]?(selEAB2[0]?w2:w1):(selEAB2[0]?w0:0);
	assign e0 = selEAB1?Ra:PC;
	assign eabOut = e1 + e0;
endmodule
```
==> impl_results.rst <==
Implementation results
======================

.. list-table::
   :header-rows: 1

   * - Metric
     - Value
   * - Outcome
     - finished, final reports clean
   * - Arrival time of data at the critical path endpoint
     - 4410 ps
   * - Total count of hold-check failures in the final report
     - 0
   * - Number of cells produced by synthesis
     - 132
   * - Global routing met1 resource utilization
     - 0.1102
   * - Worst ir drop on vdd
     - about 0.000043 V
   * - Number of pins exceeding their max-slew limit in the final report
     - 0
   * - Ordered cell list for the critical path
     - clkdlybuf4s50_1, buf_4, mux2_2, ha_1, a21oi_1, o211ai_1, a21boi_0, o21ai_0, xnor2_1, clkdlybuf4s50_1
   * - Synthesis-to-layout area growth
     - 68.38%
   * - Routed vias/inst
     - 4.642
   * - Path type of the worst min-delay path
     - input port to output pin
   * - Number of port buffers
     - 62
   * - Total iterations of the first detailed-routing run
     - 4
   * - Largest fanout on the critical path
     - 13
   * - CP max stage delay
     - 550 ps
   * - Post-synthesis area per instance
     - 7.555 um2
   * - Number of gates resized after cts
     - 0
   * - Number of violations reported at the end of detailed-routing iteration 0
     - 36
   * - Worst setup path endpoint
     - eabOut[15]
   * - Layer carrying the most global-route usage
     - met2
   * - Total placed cells including tap cells
     - 243
   * - Sequential cell area in the final layout
     - 0 um2
   * - Number of DRC violations after detailed routing
     - 0
   * - Areal power density over the cells
     - 115.3 nW/um2
   * - Number of fillers in the final layout
     - 435
   * - Chip area from the yosys synthesis statistics
     - between 900 and 1000 um2
   * - Number of nets still failing antenna checks after routing
     - 0
   * - WL final
     - 3283 um
   * - Placer's final routability congestion estimate
     - 0.8430
   * - Sequential share of the synthesized area
     - 0
   * - Final setup violating endpoints
     - 0
   * - Post-route clock period utilization
     - 0.9237
   * - HPWL after DPL
     - between 2000 and 3000 um
   * - CP Launch Point
     - selEAB1
   * - Headroom to the max-slew limit
     - 0.6647
   * - Count of pins on the block boundary
     - 62
   * - Std cell rows
     - 24
   * - Met2 GRT Util
     - 0.1352
   * - Slowest CP cell
     - sky130_fd_sc_hd__clkdlybuf4s50_1
   * - Overall overflow remaining after global route
     - 0
   * - Ys cells
     - 132
   * - Flops
     - 0
   * - Total routing usage reported by global routing
     - 0.08279
   * - Hold-fix buffer count after cts
     - 0
   * - Pin count of the biggest net entering global routing
     - 14
   * - Initial core utilization
     - 0.2290
   * - Minimum clock period after layout
     - 5634 ps
   * - Met3 layer usage reported by global route
     - 0.02358
   * - Total negative slack
     - 0 ps
   * - Die span in x
     - 87 um
   * - CP Data Required Time
     - between 4000 and 5000 ps
   * - CLK BUF
     - 0
   * - Setup CP Type
     - input port to output pin
   * - OpenROAD warning count
     - 32
   * - Via count of the routed design
     - 1128
   * - CORE AREA
     - 4354 um2
   * - Transition time at the pin with the least slew margin
     - 498.5 ps
   * - Post-Syn Area
     - 997.2 um2
   * - Unrepaired setup endpoints after global routing
     - false
   * - Max Clk Rate
     - 177.5 MHz
   * - Initial antenna violation count
     - 0
   * - Area of the die
     - 7569 um2
   * - Warning count from the yosys run
     - 0
   * - Startpoint class of the critical path
     - input port
   * - Final antenna diode count
     - 0
   * - Fraction of final layout cells with drive strength greater than 1
     - 0.1047
   * - Number of global-route vias before repair
     - between 1k and 1.5k
   * - Leakage power summed over all cells
     - about 0.00073 uW
   * - Global-route wire length before repair
     - 5244 um
   * - Post-CTS repair timing setup buffer count
     - 0
   * - Overall die height
     - 87 um
   * - Max_cap viols
     - 0
   * - Most used cell, CP
     - sky130_fd_sc_hd__clkdlybuf4s50_1
   * - Detail-routed net length per standard cell
     - roughly 14 um
   * - Crit path capture type
     - output pin
   * - Multi-input combinational cell area
     - 963.4 um2
   * - Distinct lib cells
     - 28
   * - Layout Cells excl Fill
     - roughly 240
worst max-delay path: cells and delay by family:
kind | cells | cell delay [ps]
buf+inv | 3 | 1300
compound gates | 4 | 1030
mux | 1 | 360
fa+ha+maj | 1 | 350
xor+xnor | 1 | 170
synthesized netlist by cell type (2+ instances only):
| cell type | number | area (um2) |
|---|---|---|
| sky130_fd_sc_hd__a21boi_0 | 3 | 22.52 |
| sky130_fd_sc_hd__a21o_1 | 5 | 37.54 |
| sky130_fd_sc_hd__a21oi_1 | 12 | 60.06 |
| sky130_fd_sc_hd__a31oi_1 | 2 | 12.51 |
| sky130_fd_sc_hd__clkbuf_1 | 5 | 18.77 |
| sky130_fd_sc_hd__ha_1 | 15 | 187.7 |
| sky130_fd_sc_hd__inv_1 | 4 | 15.01 |
| sky130_fd_sc_hd__mux2_2 | 15 | 168.9 |
| sky130_fd_sc_hd__mux2i_1 | 2 | 20.02 |
| sky130_fd_sc_hd__nand2_1 | 18 | 67.56 |
| sky130_fd_sc_hd__nand3_1 | 2 | 10.01 |
| sky130_fd_sc_hd__nand4_1 | 2 | 12.51 |
| sky130_fd_sc_hd__nor2_1 | 6 | 22.52 |
| sky130_fd_sc_hd__nor2b_1 | 7 | 43.79 |
| sky130_fd_sc_hd__o211ai_1 | 2 | 15.01 |
| sky130_fd_sc_hd__o21ai_0 | 6 | 30.03 |
| sky130_fd_sc_hd__o21bai_1 | 2 | 15.01 |
| sky130_fd_sc_hd__xnor2_1 | 6 | 52.55 |
| sky130_fd_sc_hd__xor2_1 | 9 | 78.83 |
how the worst min path moves through the flow:
stage | depth (start not counted) | start | to
CTS | 4 | Ra[0] | eabOut[0]
global route | 4 | PC[0] | eabOut[0]
finish | 5 | PC[15] | eabOut[15]
final cells by class:
type                            instances  area share
Inverter                                4    0.008942
Multi-Input combinational cell        123      0.5738
Tap cell                               52     0.03875
Timing Repair Buffer                   64      0.3785
power breakdown:
group          internal (uW)  leakage (uW)  switching [uW]
clock network              0             0               0
registers                  0             0               0
logic                    122      0.000733            72.0
cells in the final DEF (no fill, tap or decap), drive strengths merged, types with 3 or more instances in the layout:
cell           synthesis  final
mux2                  15     15
nor2b                  7      7
xor2                   9      9
a21oi                 12     12
xnor2                  6      6
a21boi                 3      3
o21bai                 3      3
ha                    15     15
clkdlybuf4s50          0     62
a21o                   5      5
nand2                 18     18
o21ai                  6      6
inv                    4      4
nor2                   6      6
cell families after synthesis:
kind of cell | synth area share
multiplexers | 0.1895
AND-OR/OR-AND | 0.2534
adder cells (fa/ha/maj) | 0.2083
buffers and inverters | 0.03387
XOR/XNOR | 0.1317
AND/OR/NAND/NOR | 0.1832
stage by stage:
stage / hold WS (ps) / setup slack, ps / instance area (um2) / power (uW) / utilization
after detailed placement: 3619 / 410.1 / 1679 / 197.1 / 0.3856
after CTS: 3626 / 400.7 / 1679 / 198.4 / 0.3856
final: 3618 / 465.5 / 1679 / 193.6 / 0.3856
after global placement: 3647 / 472.6 / 1679 / 198.2 / 0.3856
after floorplan: 2644 / 1116 / 997.2 / 90.19 / -
after global routing: 3668 / 201.8 / 1679 / 215.1 / 0.3856
routing by layer:
metal	wire length (um)	part of all wire
met5	0	0
met2	1524	0.46
met1	1445	0.44
met4	14	0.0043
met3	299	0.091
Power and IR drop assume default switching activity.
