File: flow/config.mk
export PLATFORM = sky130hd
export DESIGN_NAME = PC
export DESIGN_NICKNAME = PC
export VERILOG_FILES = /design/flow/design.v
export SDC_FILE = /design/flow/constraint.sdc
export NUM_CORES = 4
export LEC_CHECK = 1
export CORE_AREA = 10 10 87 87
export DIE_AREA = 0 0 97 97
File: flow/constraint.sdc
current_design PC

set clk_period 4.3
set clk_io_pct 0.2

create_clock -name clk0 -period $clk_period [get_ports {clk}]

set non_clock_inputs [all_inputs -no_clocks]
set_input_delay [expr $clk_period * $clk_io_pct] -clock clk0 $non_clock_inputs
set_output_delay [expr $clk_period * $clk_io_pct] -clock clk0 [all_outputs]
File: flow/design.v
`timescale 1ns / 1ps
module FF_DC(q, clk, clr, en, d);
	input clk, clr, en;
	input[15:0] d;
	output reg[15:0] q;
	always @(posedge clk)
	if (clr) q <= 0;
	else if (en)  q <= d;
endmodule
module PC(output[15:0] PC, input[15:0] Buss, input[15:0] eabOut, input[1:0] selPC, input clk, input reset, input ldPC);
	 wire[15:0] w;
	 assign w = selPC[1]?Buss:(selPC[0]?eabOut:(PC + 1));
	 FF_DC ff(PC, clk, reset, ldPC, w);
endmodule
File: flow/run.sh
#!/bin/bash
# OpenROAD 26Q1-2900-gdf79404cd8, Yosys 0.63+post, stock flow scripts
make -C /OpenROAD-flow-scripts/flow DESIGN_CONFIG=/design/flow/config.mk WORK_HOME=/design/flow/orfs finish
==> impl.org <==
#+TITLE: Implementation results

** Clock network
- After clock tree synthesis, the clock-pin slew on the worst setup and hold paths is about 0.070 ns.
- Clock Sinks :: 16
- The root buffer cell chosen for the clock tree is sky130_fd_sc_hd__clkbuf_8.
- Total number of H-tree levels :: 1
- Source-to-sink clock delay at the later pin of the worst-skew pair :: 0.25 ns
- Number of instances resized during post-cts repair :: 0
- Clock Path Buffers :: 2
- Count of hold-fix buffers inserted at cts :: 0
- TritonCTS built the clock tree.
- Number of setup buffers added after CTS :: 0
- Per the TritonCTS log, the buffer count is 3.

** Critical path
- Worst reg2reg startpoint :: ff.q[0]
- Critical path data required time :: 4.46 ns
- Launching instance or port of the critical path :: selPC[0]
- In this run the worst path has a maximum fanout of 22.
- Path type of the worst setup path :: in2reg
- Critical Path End Type :: register
- Ordered cell list for the critical path :: clkdlybuf4s50_1 > nand2b_1 > or4_1 > a31oi_1
- Worst setup SP type :: primary input
- Arrival time of data at the critical path endpoint :: roughly 2.9 ns
- Worst path slowest cell :: sky130_fd_sc_hd__clkdlybuf4s50_1
- Among all stages on the critical path, the maximum delay recorded is around 0.81 ns.

** Floorplanning
- After floorplanning, the core was divided into 27 placement rows.
- Measured along the x axis, the die boundary spans 97 um.
- Vertical die size :: around 97 um
- Effective utilization at floorplan :: 21.2%
- For this design the top-level I/O count stands at 53.
- The core region is about 0.0056 sq mm.
- Die area :: 0.00941 sq mm

** Synth
- Counting flops with a built-in enable in the synthesized netlist gives 0.
- Synthesized netlist cell count :: between 150 and 200
- Netlist cell types :: 45
- Per-instance average area after synthesis :: 7.56 sq um
- Yosys-reported design area after synthesis :: roughly 0.0012 sq mm
- Combined area of all synthesized cells :: 0.00119 sq mm
- Sequential elements use 26.8% of the synthesized area.
- Post-synth top flop :: sky130_fd_sc_hd__dfxtp_1
- After synthesis the netlist holds a flip-flop and latch count of 16.
- Counting the warning lines in the Yosys log gives 1.
- For this run, asynchronously set or reset flops after synthesis account for 0%.
- In the Yosys report the total cell count is 158.

** Global routing
- Total Routing Usage GR :: 8.44%
- Global-route congestion overflow total :: 0
- Largest net degree at the start of global routing :: 34
- Number of antenna violations at the first check in global routing :: 0
- Number of global-route vias before repair :: around 1,300
- Global-route wire length before repair :: approximately 6.8 mm

** Timing
- Relative slew slack :: 48.1%
- After layout, the worst setup slack is 1.62 ns.
- Endpoints with negative setup slack in the final report add up to 0.
- Least-Margin Pin Slew :: just under 0.8 ns
- Fin Hold WS :: 0.523 ns
- Setup TNS after final layout :: 0 ns
- Final Cycle Share :: just over 60%
- Setup repair after global routing left no endpoint under its margin.
- Final period demand of the worst path :: 2.68 ns
- Across the routed clock network, the largest skew measured is roughly 0.0022 ns.
- For reference, the final report shows the max-slew violation count at 0.
- Hold Fails Final Rpt :: 0
- Fmax :: approximately 0.37 GHz

** Final layout
- Most common library cell in the layout ignoring fill and taps :: sky130_fd_sc_hd__clkdlybuf4s50_1
- Commonest cells after routing, fill and taps aside :: sky130_fd_sc_hd__clkdlybuf4s50_1, sky130_fd_sc_hd__dfxtp_1, sky130_fd_sc_hd__a21oi_1, sky130_fd_sc_hd__nor2_1, sky130_fd_sc_hd__nand2_1
- Number of flip-flops under the largest register name :: 16
- Layout Cells excl Fill :: 276
- From synthesis to final layout, the design area changed by 51.6%.
- The final layout report lists a filler cell count of roughly 600.
- Share of post-route cells with drive strength above 1 :: ~5%
- Fin area :: 0.00181 sq mm
- The largest registers in the layout are ff.q: 16 flops.
- Counting flops per register, the top entry is ff.q.

** Flow run
- Tool Warnings :: 25
- Per the run summary, max-cap violations total 0.

** Power and ir drop
- Per the power-grid run, VDD falls by no more than 0.0000808 V.
- The leakage component of the power was reported as about 0.0006 uW.
- Power Dens Cells :: 226 mW/mm^2

** Place
- Area after DPL :: 0.00177 sq mm
- Placer Congestion :: 0.772
- Count of buffers from port buffering :: 52
- Note, the detailed placer reported a final HPWL of 3.15 mm.
- Setup WS pre-CTS :: about 1.4 ns
- The detailed placer reported the number of placed instances as 273.

** Hold path
- In this run the most critical hold path is launched from ff.q[15].
- According to the hold report, the worst path is of the reg2reg type.

** Routing
- Average wire per cell in the routed design :: around 15 um
- DRT Wirelength :: 4.21 mm
- Violation count after the first detailed-routing iteration :: roughly 130
- The detailed router placed 1,347 vias in this run.
- The detail route stage leaves a number of antenna-violating nets equal to 0.
- The DRC violation total left in the routed layout is recorded as 0.
- The routed design ends up with an antenna cell count of 0.
- Iteration tally of the first detailed-router pass :: 4
- Per the detail_route report, vias per standard cell equal 4.88.

** Status
- Outcome :: complete, no violations
## metal layers
metal  up-vias  GRT usage (%)  wire length [um]
li1        685              -                 -
met5         -              0                 0
met1       624           10.6              1880
met2        34           14.1              2030
met3         4           2.58               253
met4         0           1.24                50
## layout make-up
type                            count  area [sq um]  area share, %
Clock buffer                        3          41.3           2.28
Inverter                            6          22.5           1.24
Multi-Input combinational cell    125           802           44.3
Sequential cell                    16           320           17.7
Tap cell                           72          90.1           4.97
Timing Repair Buffer               54           536           29.6
## critical path, delay by kind of cell
| kind | cells | cell delay (ns) |
|---|---|---|
| buffers and inverters | 1 | 0.81 |
| AND/OR/NAND/NOR | 2 | 1.05 |
| AND-OR/OR-AND | 1 | 0.13 |
## cell usage after synthesis (2+ instances only)
cell	n	area, sq um
sky130_fd_sc_hd__nor2b_1	5	31.3
sky130_fd_sc_hd__nand2b_1	8	50.1
sky130_fd_sc_hd__nand3_1	4	20.0
sky130_fd_sc_hd__or3_1	2	12.5
sky130_fd_sc_hd__a21oi_1	14	70.1
sky130_fd_sc_hd__nand2_1	11	41.3
sky130_fd_sc_hd__nor3_1	5	25.0
sky130_fd_sc_hd__nor2_1	14	52.6
sky130_fd_sc_hd__a311oi_1	3	26.3
sky130_fd_sc_hd__nor4_1	2	12.5
sky130_fd_sc_hd__nand4_1	2	12.5
sky130_fd_sc_hd__a32oi_1	2	17.5
sky130_fd_sc_hd__mux2i_1	5	50.1
sky130_fd_sc_hd__a211oi_1	2	15.0
sky130_fd_sc_hd__o211ai_1	3	22.5
sky130_fd_sc_hd__dfxtp_1	16	320
sky130_fd_sc_hd__xnor2_1	6	52.6
sky130_fd_sc_hd__a211o_1	5	43.8
sky130_fd_sc_hd__nand4_2	2	25.0
sky130_fd_sc_hd__clkbuf_1	7	26.3
sky130_fd_sc_hd__a22oi_1	2	15.0
sky130_fd_sc_hd__o22ai_1	4	25.0
sky130_fd_sc_hd__inv_1	5	18.8
sky130_fd_sc_hd__a31oi_1	2	12.5
sky130_fd_sc_hd__o21ai_0	7	35.0
## per-stage QoR
step / util [%] / power [uW]
floorplan: - / 229
global placement: 31.4 / 299
detailed placement: 31.4 / 299
CTS: 32.1 / 414
global route: 32.1 / 431
finish: 32.1 / 410
## logic make-up after synthesis
group,Yosys count,share of synthesized area [%]
buffers and inverters,17,6.07
XOR/XNOR,7,5.13
adder cells (fa/ha/maj),1,1.05
AND-OR/OR-AND,53,30.2
AND/OR/NAND/NOR,59,26.6
flip-flops,16,26.8
multiplexers,5,4.19
## report_power, final
part / internal (uW) / leakage, uW / switching [uW]
logic: 74.3 / 0.000463 / 42.4
registers: 160 / 0.000133 / 18.1
clock network: 62.1 / 0.0000216 / 53.1
total: 296 / 0.000617 / 114
## path summary, 6_finish.rpt
check             endpoint  slack [ns]  cells past startpoint
setup / recovery   ff.q[7]        1.62                      4
hold / removal    ff.q[15]        0.52                      2
setup reg to reg  ff.q[14]        2.45                      5
hold reg to reg   ff.q[15]        0.52                      2
Power figures rest on the tool's default switching activity, not on a simulated workload.
