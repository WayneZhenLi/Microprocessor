==> /design/flow/design.v <==
`timescale 1ns / 1ps
module RegFile(Ra, Rb, clk, regWE, reset, 
			Buss, DR, SR1, SR2);
	output [15:0] Ra, Rb;
	input [15:0] Buss;
	input clk, regWE, reset;
	input [2:0] DR, SR1, SR2;
	wire [15:0] regs [7:0];
	wire [7:0] write;
	assign write = {8{regWE}} & (8'd1 << DR); 
	register16 REG0(regs[0], clk, Buss, reset, write[0]);
	register16 REG1(regs[1], clk, Buss, reset, write[1]);
	register16 REG2(regs[2], clk, Buss, reset, write[2]);
	register16 REG3(regs[3], clk, Buss, reset, write[3]);
	register16 REG4(regs[4], clk, Buss, reset, write[4]);
	register16 REG5(regs[5], clk, Buss, reset, write[5]);
	register16 REG6(regs[6], clk, Buss, reset, write[6]);
	register16 REG7(regs[7], clk, Buss, reset, write[7]);
	assign Ra = regs[SR1];
	assign Rb = regs[SR2];
endmodule
`timescale 1ns / 1ps
module register16(dout, clk, din, reset, load);
	input clk, reset, load;
	input [15:0] din;
	output reg [15:0] dout;
	always @(posedge clk)
		if(reset) dout <= 16'd0;
		else if(load) dout <= din;
endmodule
==> /design/flow/run.sh <==
#!/bin/bash
# OpenROAD 26Q1-2900-gdf79404cd8, Yosys 0.63+post, stock flow scripts
make -C /OpenROAD-flow-scripts/flow DESIGN_CONFIG=/design/flow/config.mk WORK_HOME=/design/flow/orfs finish
==> /design/flow/config.mk <==
export PLATFORM = sky130hd
export DESIGN_NAME = RegFile
export DESIGN_NICKNAME = RegFile
export VERILOG_FILES = /design/flow/design.v
export SDC_FILE = /design/flow/constraint.sdc
export NUM_CORES = 4
export LEC_CHECK = 1
export CORE_UTILIZATION = 40
==> /design/flow/constraint.sdc <==
current_design RegFile

set clk_period 4.5
set clk_io_pct 0.2

create_clock -name clk0 -period $clk_period [get_ports {clk}]

set non_clock_inputs [all_inputs -no_clocks]
set_input_delay [expr $clk_period * $clk_io_pct] -clock clk0 $non_clock_inputs
set_output_delay [expr $clk_period * $clk_io_pct] -clock clk0 [all_outputs]
==> results_slide.txt <==
Key Metrics from the Run

Critical path
  – Crit start category: input pin
  – WS Path Type: input pin to output port
  – Largest delay contributor family on the critical path: buffers and inverters
  – Critical path's slowest cell: clkdlybuf4s50_1
  – Worst setup EP type: output port
  – WP buf/inv: 4
  – CP arrival: 3020 ps
  – WP data required: roughly 3600 ps
  – CP Max Fanout: 20
  – Crit-path cells: clkdlybuf4s50_1, buf_4, nor2b_1, buf_4, a221oi_1, a221oi_1, nor2_1, clkdlybuf4s50_1
  – Reg2reg start: REG5.dout[3]
  – Critical Path Max Stage Delay: ~500 ps
  – Reg2reg setup slack: 3840 ps
  – Worst setup startpoint: SR2[2]

Power and ir drop
  – Pwr dens: 371 nW/um^2
  – LEAKAGE: 2.78 nW
  – Worst ir drop on vdd: 0.285 mV
  – Clk pwr share: 0.492
  – Net switching power: ~0.73 mW
  – Internal power: 2.26 mW
  – Combinational share of power: 0.114
  – Seq pwr share: 0.393
  – Switching Fraction: 0.244

GRT
  – Global-route wire length before repair: 36.2 mm
  – Remaining global-route overflow: 0
  – Initial antenna violation count: 1
  – Largest net degree at the start of global routing: 49
  – Vias in the first global route: 5895
  – GRT Resource Usage Total: 0.281

Yosys
  – Yosys Instances: 901
  – Cell Type Count: 34
  – XOR Share, Synth: 0
  – Post-Synthesis Cells: 901
  – Yosys Chip Area: 6820 um^2
  – Netlist area before placement: around 6800 um^2
  – Post-Synth AOI/OAI Area: 0.242
  – Adder Area Share: 0
  – And+or+nand+nor area frac: 0.223
  – Synth Seq Share: 0.376
  – Main logic family: AND-OR/OR-AND gates
  – Syn avg cell area: 7.57 um^2
  – #FFs+latches synth: 128
  – Mux area share: 0.0890
  – Syn. warnings: 2

Final timing
  – Slew @ Worst Pin: 721 ps
  – Tcrit/Tclk final: 0.871
  – Fin Setup TNS: 0 ps
  – Worst slew margin: 0.518
  – Slew Limit Fails: 0
  – Final setup margin: 582 ps
  – Skew final: 0 ps
  – Unrepaired setup endpoints after global routing: false
  – Final setup violation count: 0
  – Tmin final: 3920 ps
  – Highest Clock Rate: 255 MHz
  – Final Hold Vio Count: 0

Floorplanning
  – Core area: 16600 um^2
  – IO Pins: 60
  – FP Rows: 47
  – Initial Util: 0.411
  – Height of the die: 133 um
  – Die area: 17600 um^2
  – Chip Width: around 130 um

Route
  – Vias/cell: 5.73
  – Post-route ant nets: 0
  – Ant. Diodes: 0
  – Initial DRC Count: between 600 and 700
  – DRC viols: 0
  – Wire per inst: 20.7 um
  – Via Count: ~6.6k
  – Initial DRT Pass Iterations: 5
  – DRT Wirelength: 23.8 mm

Placed design
  – GPL Wtd Cong: 0.878
  – Number of port buffers: between 50 and 60
  – DP Wirelength: 14.6 mm
  – Dpl ws: 577 ps

Clocking
  – Root Buffer: clkbuf_16
  – Max clock buf depth: 2
  – CTS tree: yes
  – Clk Latency, worst-skew pair: about 420 ps
  – Clock sinks: 128
  – CTS H-tree lvls: 4
  – Reg clk slew, reported paths: approximately 50 ps
  – Post_cts resized: 0
  – Hold Buf Count CTS: 0
  – Post-CTS Setup Inserts: 0
  – Cts bufs inserted: 17

Job
  – OpenROAD warning count: 25
  – Max-cap violations: 0

Layout
  – Syn-to-layout area delta: 18.3%
  – # fillers: 1595
  – Share of layout cells above drive strength 1: 0.0967

Outcome
  – Status: completed

Min path
  – HP Class: flip-flop to flip-flop
  – Critical hold path startpoint: REG2.dout[2]
[through the flow]
stage	util	area, um^2	hold slack (ps)	instances	total power, mW
floorplan	-	6820	436	901	1.39
global placement	0.448	7440	443	1119	1.54
detailed placement	0.448	7440	451	1119	1.54
CTS	0.486	8070	459	1151	3.00
global route	0.486	8070	481	1151	3.08
finish	0.486	8070	457	1151	2.99
[cell usage after synthesis (all sizes together)]
master,instances,area share
nand4,1,0.00092
and2,1,0.00092
a221oi,28,0.036
nor2b,18,0.017
o22a,19,0.024
a311oi,11,0.014
nand2,264,0.15
a21o,12,0.013
clkbuf,39,0.021
or2,1,0.00092
a21oi,153,0.11
o31ai,1,0.0011
or3,2,0.0018
o22ai,7,0.0064
mux2i,46,0.068
mux2,13,0.021
nand3,6,0.0051
buf,47,0.038
a211oi,4,0.0044
nor2,37,0.027
nor3,2,0.0048
inv,18,0.0099
o2bb2ai,12,0.015
dfxtp,128,0.38
and2b,1,0.0011
nand2b,17,0.017
o32a,1,0.0015
a22oi,12,0.013
[final cells by class]
class | instances | area [um^2] | share of cell area
Multi-Input combinational cell | 669 | 3780 | 0.469
Inverter | 18 | 67.6 | 0.00838
Sequential cell | 128 | 2560 | 0.318
Clock inverter | 11 | 160 | 0.0199
Tap cell | 220 | 275 | 0.0341
Timing Repair Buffer | 84 | 751 | 0.0931
Clock buffer | 21 | 470 | 0.0583
[final timing paths]
kind	to	cells after the start
worst min register to register	REG2.dout[2]	2
worst max-delay path	Rb[3]	8
worst min-delay path	REG2.dout[2]	2
worst max register to register	REG5.dout[3]	2
[cell families after synthesis]
group,Yosys count
AOI/OAI and AO/OA,260
buffers and inverters,104
muxes,59
DFF,128
and+or+nand+nor,350
[power by group through the flow]
stage / logic [mW] / clock network (mW) / registers (mW)
after CTS: 0.339 / 1.48 / 1.18
final: 0.342 / 1.47 / 1.18
after global routing: 0.365 / 1.54 / 1.18
[worst min-delay path, cell delays in order (launching register included)]
cell and delay [ps]:
dfxtp_1 310, nand2_1 50, a21oi_1 50
[cell usage in the layout, fill, tap and decap left out, types with 2 or more instances in the layout]
cell	count
bufinv_16	4
nand2_1	260
mux2i_1	46
mux2_2	13
nor3_4	2
a21oi_1	153
clkinvlp_4	2
nor2b_1	18
clkbuf_16	17
o2bb2ai_1	12
nand2b_1	16
a221oi_1	28
clkinv_2	5
nor2_1	31
nor2_4	6
buf_2	5
nand3_1	5
a211oi_1	4
o22ai_1	7
dfxtp_1	128
nand2_2	3
o22a_1	19
buf_4	26
a21o_1	12
a311oi_1	11
a22oi_1	12
clkdlybuf4s50_1	53
clkbuf_8	3
or3_1	2
inv_1	18
[state kept, by name, indices dropped and copies added (netlist names)]
signal,flops
REG7.dout,16
REG4.dout,16
REG5.dout,16
REG2.dout,16
REG6.dout,16
REG0.dout,16
REG1.dout,16
REG3.dout,16
[routing by layer]
metal / GRT usage / vias to the layer above / routed length (um)
li1: - / 3145 / -
met3: 0.0590 / 32 / 1860
met2: 0.414 / 250 / 10700
met1: 0.433 / 3166 / 10800
met5: 0 / - / 0
met4: 0.0562 / 0 / 508
No activity file was given, so power comes from the tool's default toggle rates.
